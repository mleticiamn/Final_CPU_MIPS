## flow/design.v

```verilog
module div(input wire clk, input wire reset, input wire control,
           input wire [31:0] A_in , input wire [31:0] B_in,
           output reg divZero,output reg [31:0] Hi,
           output reg [31:0] Lo);
  reg [31:0] mod;
  reg [31:0] quoc;
  reg [31:0] A;
  reg [5:0] counter;  
  always @(posedge clk) begin
    if(control == 1'b1 && reset == 1'b0) begin
        if(counter == 6'b000000) begin
          mod = B_in;
          quoc = A_in;
        end
        if(counter == 6'b100000) begin
          Hi = A;
          Lo = quoc;
        end
        {A, quoc} = {A, quoc} << 1;
        A = A - mod;
        if(A[31] == 1'b1) begin
          quoc[0] = 1'b0;
          A = A + mod;
        end
        else begin 
          quoc[0] = 1'b1;
        end
        counter = counter + 1;
    end
    else if (control == 1'b0 || reset == 1'b1) begin
      mod = 32'b00000000000000000000000000000000;
      quoc = 32'b00000000000000000000000000000000;
      A = 32'b00000000000000000000000000000000;
      counter = 6'b000000;
      divZero = 0;
    end
  end  
endmodule
```

## flow/run.sh

```bash
#!/bin/bash
# OpenROAD 26Q1-2900-gdf79404cd8, Yosys 0.63+post, stock flow scripts
make -C /OpenROAD-flow-scripts/flow DESIGN_CONFIG=/design/flow/config.mk WORK_HOME=/design/flow/orfs finish
```

## flow/config.mk

```make
export PLATFORM = sky130hd
export DESIGN_NAME = div
export DESIGN_NICKNAME = div
export VERILOG_FILES = /design/flow/design.v
export SDC_FILE = /design/flow/constraint.sdc
export NUM_CORES = 4
export LEC_CHECK = 1
export CORE_UTILIZATION = 50
```

## flow/constraint.sdc

```tcl
current_design div

set clk_period 22.5
set clk_io_pct 0.2

create_clock -name clk0 -period $clk_period [get_ports {clk}]

set non_clock_inputs [all_inputs -no_clocks]
set_input_delay [expr $clk_period * $clk_io_pct] -clock clk0 $non_clock_inputs
set_output_delay [expr $clk_period * $clk_io_pct] -clock clk0 [all_outputs]
```

==> PnR_summary.wiki <==
== Run summary ==
{| class="wikitable"
! Metric !! Value
|-
| Met3 Track Usage GR || under 10%
|-
| Max clock buf depth || 2
|-
| Post-detailed-route DRC marker count || 0
|-
| CP max stage cell || sky130_fd_sc_hd__a2111oi_4
|-
| Startpoint of the lowest-slack register-to-register path || counter[5]
|-
| Worst vdd rail ir drop || 105 µV
|-
| Logic area || about 0.0052 mm²
|-
| Clock slew seen by the registers of the worst setup and hold paths || approximately 0.07 ns
|-
| Avg WL per Cell || 16.8 µm
|-
| Startpoint type of the worst setup path || input pin
|-
| Mean area per synthesized cell || roughly 10 µm²
|-
| Number of port buffers || between 100 and 150
|-
| Overall track demand over capacity in global routing || 24.4%
|-
| Number of standard cells reported by yosys || 969
|-
| Peak fanout along the critical path || 7
|-
| Detail Route Antenna Nets || 0
|-
| Number of rows in the core area || 50
|-
| Share of the cycle needed by the critical path after routing || 43.3%
|-
| Number of enable flip-flop cells || around 64
|-
| Post-detailed-placement half-perimeter wirelength || ~16,000 µm
|-
| Clock period minus final worst setup slack || 9.74 ns
|-
| Hold Path Sink || Hi[31]
|-
| Total number of vias || between 7,000 and 8,000
|-
| Leakage power figure || between 4 and 5 nW
|-
| Crit. End Element || flop
|-
| TritonCTS clock tree || yes
|-
| Fraction of layout instances using a drive strength above 1 || 10.3%
|-
| Area leader, netlist || sky130_fd_sc_hd__dfxtp_1
|-
| Sequential element share of the synthesized area || a little over 40%
|-
| Summed instance area of the synthesized netlist || 0.00953 mm²
|-
| Destination of the worst register-to-register timing path || A[31]
|-
| Internal reg-to-reg setup slack || 15.60 ns
|-
| Final-layout setup total negative slack || 0 ns
|-
| Tally of max-capacitance violations || 0
|-
| Type of the tightest min-delay check || reg -> reg
|-
| RSZ-0062 raised after global routing || false
|-
| Violation count after the first detailed-routing iteration || 345
|-
| Hold buffers post-CTS || 0
|-
| Category of the most critical setup path || in -> reg
|-
| Top cells by count, synth || 113 x sky130_fd_sc_hd__nor2_1, 102 x sky130_fd_sc_hd__dfxtp_1, 64 x sky130_fd_sc_hd__edfxtp_1
|-
| Data required, critical path || 22.82 ns
|-
| Number of buffers inserted during clock tree synthesis || 17
|-
| Total die size || 0.0196 mm²
|-
| Number of antenna violations at the first check in global routing || 0
|-
| Status || finished clean
|-
| Clk Latency, worst-skew pair || 0.43 ns
|-
| Yosys warning tally || 1
|-
| Global-route wire length before repair || 36,400 µm
|-
| Leading cell type by number of instances after synthesis || sky130_fd_sc_hd__nor2_1
|-
| Synthesized netlist cell count || 969
|-
| Most Used Layer, Global Route || met1
|-
| Count of antenna diodes in the layout || 0
|-
| Maximum clock skew at final layout || ~0.014 ns
|-
| Met1 layer usage reported by global route || 38.5%
|-
| Detailed-routing iteration count for the pre-antenna-repair pass || 6
|-
| Number of different library cells in the post-synthesis netlist || 83
|-
| Synthesis-to-layout area growth || 22.2%
|-
| Proportion of synthesized flip-flops having asynchronous set or reset || 0%
|-
| Number of cells traversed by the worst register-to-register path || 25
|-
| Initial core utilization || 50.9%
|-
| H-tree depth || 4
|-
| Slew Viols, Final || 0
|-
| Via count of the first global-routing pass || 7,102
|-
| Maximum number of pins on one net before global-route repair || 55
|-
| Ordered cell list for the critical path || clkdlybuf4s50_1 > mux2_2 > ha_1 > inv_1 > ha_1 > a31oi_1 > a31oi_1 > o21ba_2 > a2111oi_4 > nor2_4 > maj3_1 > a21oi_1 > maj3_1 > maj3_1 > xnor2_1 > ha_1 > a211o_1 > nor3_1 > o31ai_2 > a41o_1 > a31oi_2 > o21ai_1 > mux2_1
|-
| Die X-Extent || 140 µm
|-
| Number of filler cells placed in the layout || 1,561
|-
| Final number of hold-violating endpoints || 0
|-
| Slew margin rel. || a little under half
|-
| Hold_sp || A[31]
|-
| Tot Pwr || 1.72 mW
|-
| CP peak stage delay || 0.47 ns
|-
| Number of gates given a new drive strength after cts || 0
|-
| Cell area power density || 148 mW/mm²
|-
| Post-synthesis sequential element count || 166
|-
| Non-filler instance count after layout || 1,334
|-
| Area leader share || 21.4%
|-
| Met2 Usage GRT || 38.1%
|-
| Final GP Congestion || 0.878
|-
| Core Footprint || 0.0187 mm²
|-
| Flop area || 0.00396 mm²
|-
| Count of pins on the block boundary || 132
|-
| Cell types occupying the most area after synthesis || sky130_fd_sc_hd__dfxtp_1 21%, sky130_fd_sc_hd__edfxtp_1 20%, sky130_fd_sc_hd__ha_1 6.6%
|-
| OpenROAD warnings || 31
|-
| Library cell used as clock root buffer || sky130_fd_sc_hd__clkbuf_16
|-
| Worst slew pin tran || 0.793 ns
|-
| Post-CTS setup-driven buffer insertion count || 0
|-
| Die Y || about 140 µm
|-
| Per-cell via count in the routed design || around 5.5
|-
| Setup violations, final || 0
|-
| Area of the synthesized netlist per yosys stat || ~0.0095 mm²
|-
| Placed cells || between 1,000 and 1,500
|-
| Synth Flop Type || sky130_fd_sc_hd__dfxtp_1
|-
| Data arrival, critical path || 10.06 ns
|-
| Sink Count || roughly 170
|-
| Number of instances on the worst hold path || 0
|-
| Maximum achievable frequency || ~100 MHz
|-
| Post-Route WL || 22,400 µm
|-
| Remaining Overflow, GRT || 0
|}
==> per-layer routing <==
metal | wire length [µm] | vias to the layer above
li1 | - | 3710
met4 | 206 | 0
met1 | 11300 | 3483
met3 | 857 | 12
met2 | 10000 | 162
met5 | 0 | -
==> critical path, delay by kind of cell <==
| kind | cells | cell delay [ns] |
|---|---|---|
| mux | 2 | 0.60 |
| buf+inv | 2 | 0.55 |
| simple gates | 2 | 0.30 |
| xor+xnor | 1 | 0.15 |
| compound gates | 10 | 2.41 |
| fa+ha+maj | 6 | 1.54 |
==> report_power, final <==
group | switching, mW | internal, mW
combinational | 0.592 | 0.438
sequential | 0.0299 | 0.350
clock | 0.137 | 0.171
==> state kept, by name, indices dropped and copies added (netlist names) <==
register / count
A: 32
Hi: 32
Lo: 32
counter: 6
mod: 32
quoc: 32
==> how the worst max path moves through the flow <==
stage | from | to | slack, ns | cells after the start
CTS | B_in[0] | A[31] | 12.79 | 23
global route | B_in[0] | A[31] | 12.47 | 23
finish | B_in[0] | A[31] | 12.76 | 23
==> cells in the final DEF, fill, tap and decap left out, drive strengths merged, types with 14 or more instances in the layout <==
master / n
xor2: 15
ha: 50
maj3: 18
a21o: 40
a21oi: 61
xnor2: 48
clkdlybuf4s50: 130
mux2i: 39
o21ai: 39
inv: 56
nor2: 116
a31oi: 14
edfxtp: 64
nand2: 38
nand3: 27
dfxtp: 102
clkbuf: 17
mux2: 36
and2: 41
==> cell type report <==
class / count / share of cell area (%)
clock buffer: 17 / 3.65
clock inverter: 15 / 1.77
inverter: 49 / 1.58
multi-input combinational: 712 / 44.6
sequential: 166 / 34.0
tap: 234 / 2.51
timing repair buffer: 141 / 11.9
==> kinds of logic (layout without fill, tap and decap cells) <==
group / after synthesis / in the layout / share of synthesized area (%)
fa+ha+maj: 68 / 68 / 8.50
mux: 75 / 75 / 8.35
flops: 166 / 166 / 41.6
simple gates: 277 / 277 / 14.5
buf+inv: 91 / 222 / 4.07
other cells: 1 / 1 / 0.0394
xor+xnor: 63 / 63 / 5.99
compound gates: 228 / 228 / 17.0
==> stage by stage <==
step	utilization [%]	setup WS [ns]	hold WS [ns]	area, µm²
final	62.2	12.76	0.418	11600
after global routing	62.2	12.47	0.432	11600
after CTS	62.2	12.79	0.420	11600
after detailed placement	58.9	12.42	0.399	11000
after global placement	58.9	12.51	0.411	11000
after floorplan	-	12.56	0.386	9530
Power and IR drop assume default switching activity.
