===== /design/flow/config.mk =====
export PLATFORM = sky130hd
export DESIGN_NAME = mult
export DESIGN_NICKNAME = mult
export VERILOG_FILES = /design/flow/design.v
export SDC_FILE = /design/flow/constraint.sdc
export NUM_CORES = 4
export LEC_CHECK = 1
export CORE_UTILIZATION = 50

===== /design/flow/constraint.sdc =====
current_design mult

set clk_period 12.1
set clk_io_pct 0.2

create_clock -name clk0 -period $clk_period [get_ports {clk}]

set non_clock_inputs [all_inputs -no_clocks]
set_input_delay [expr $clk_period * $clk_io_pct] -clock clk0 $non_clock_inputs
set_output_delay [expr $clk_period * $clk_io_pct] -clock clk0 [all_outputs]

===== /design/flow/design.v =====
module mult(
    input wire clk,
    input wire reset,
    input wire control, 
      input wire [31:0] A_in,
      input wire [31:0] B_in, 
      output reg [31:0] Hi,
      output reg [31:0] Lo
);
    reg [31:0] M;  
    reg [31:0] Q;    
    reg Q1;
    reg [31:0] A;
      reg [5:0] counter;  
      reg aux = 1;
  always @ (posedge clk) begin
    if(control == 1'b1 && reset == 1'b0) begin
      if(counter == 6'b000000) begin
        Q = A_in;
        M = B_in;
        counter = counter + 1;
      end
      else begin
        if(Q[0] == 1'b1 && Q1 == 1'b0) begin
          A = A - M;
        end
        else if(Q[0] == 1'b0 && Q1 == 1'b1) begin
          A = A + M;
        end
        {A, Q, Q1} = {A, Q, Q1} >> 1'b1;
        if(A[30] == 1'b1) begin
          A[31] = 1'b1;
        end
        counter = counter + 1;
      end  
      if(counter == 6'b100001) begin
        Lo = Q;
        Hi = A;
      end
    end  
    else begin
      counter = 6'b000000;
      Q = 32'b00000000000000000000000000000000;
      M = 32'b00000000000000000000000000000000;
      Q1 = 1'b0;
      A = 32'b00000000000000000000000000000000;
    end
  end  
endmodule

===== /design/flow/run.sh =====
#!/bin/bash
# OpenROAD 26Q1-2900-gdf79404cd8, Yosys 0.63+post, stock flow scripts
make -C /OpenROAD-flow-scripts/flow DESIGN_CONFIG=/design/flow/config.mk WORK_HOME=/design/flow/orfs finish

==> flow_metrics.env <==
# source this file to load flow results
export IMPL_ys_cells=1344
export IMPL_clkTransAtPathRegs_ns=0.08
export IMPL_yosysWarnings=1
export IMPL_fmax_ghz=0.226
export IMPL_synth_chip_area_sq_mm=0.0107
export IMPL_cts_tree="built"
export IMPL_die_height_microns=149
export IMPL_hold_depth=2
export IMPL_hold_viol=0
export IMPL_antenna_cells=0
export IMPL_seqCellArea_sq_mm=0.00398
export IMPL_top_cell="nand2_1"
export IMPL_finalSetupTns_ns=0
export IMPL_drv_cap=0
export IMPL_p_per_area_mw_per_mm2=112
export IMPL_hold_buffers=0
export IMPL_grt_busiest_layer="met2"
export IMPL_postSynthAreaPerCell_sq_um=7.99
export IMPL_irDropWorstVdd_uv=103
export IMPL_edf_count=64
export IMPL_track_usage_pct=29.2
export IMPL_rsz0062_at_grt="false"
export IMPL_rrSetupSlack_ns=8.60
export IMPL_fin_cells=1705
export IMPL_dr_pass1_iters=5
export IMPL_worstHoldEndpoint="Q[8]"
export IMPL_antenna_left=0
export IMPL_hp_class="flip-flop to flip-flop"
export IMPL_synthesis_area_sq_mm=0.0107
export IMPL_fin_skew_ns=0.0164
export IMPL_critical_path_class="input port to flip-flop"
export IMPL_antenna_found_initial=0
export IMPL_drc=0
export IMPL_drv_slew=0
export IMPL_r2r_end="Hi[19]"
export IMPL_cp_required_ns=12.16
export IMPL_postCtsSetupBuffers=0
export IMPL_yosysSeqAreaShare_pct=37.1
export IMPL_area_growth_pct=18.6
export IMPL_hpwlAfterDp_mm=21.0
export IMPL_slew_headroom_pct=44.4
export IMPL_die_area_sq_mm=0.0221
export IMPL_endpoint_kind="flip-flop"
export IMPL_top_area_share_pct=19.2
export IMPL_use_met1_pct=45.3
export IMPL_wirelength_mm=30.5
export IMPL_leakage_uw=0.00504
export IMPL_tightest_slew_ns=0.827
export IMPL_period_minus_slack_ns=4.43
export IMPL_reg2reg_depth=10
export IMPL_numCtsBuffers=17
export IMPL_use_met3_pct=3.60
export IMPL_die_w_microns=149
export IMPL_crit_fanout=46
export IMPL_setup_violations=0
export IMPL_clock_sinks=167
export IMPL_cts_buffer_depth=2
export IMPL_boundaryPins=131
export IMPL_vias=10016
export IMPL_reg2reg_from="M[0]"
export IMPL_holdWs_ns=0.461
export IMPL_yosysTopAreaCell="dfxtp_1"
export IMPL_rows=53
export IMPL_portBuffers=130
export IMPL_common_cells="255 x nand2_1, 153 x a21oi_1, 103 x dfxtp_1"
export IMPL_post_cts_resized=0
export IMPL_hp_start="Q[9]"
export IMPL_grt_max_degree=73
export IMPL_tool_warnings=59
export IMPL_synth_cell_types=83
export IMPL_ys_ff=167
export IMPL_fp_util_pct=51.1
export IMPL_yosys_most_used_dff="dfxtp_1"
export IMPL_grt_pass1_vias=9250
export IMPL_n_fill_cell=1886
export IMPL_layout_drive_gt1_share_pct=5.31
export IMPL_cp_start_kind="input port"
export IMPL_ys_async_sr_fraction_pct=0
export IMPL_comb_area_sq_mm=0.00616
export IMPL_viasPerCell=5.87
export IMPL_dp_cells=1673
export IMPL_core_area_sq_mm=0.0210
export IMPL_min_period_over_period_pct=36.6
export IMPL_grt_pass1_wl_mm=49.0
export IMPL_htreeDepth=4
export IMPL_status="complete, no violations"
export IMPL_gp_congestion=1.01
export IMPL_syn_inst=1344
export IMPL_root_buffer="clkbuf_16"
export IMPL_drt_iter0_markers=688
export IMPL_synthTopCellsByArea="dfxtp_1 19%, edfxtp_1 18%, nand2_1 8.9%"
export IMPL_clkLatencyLatePin_ns=0.43
export IMPL_use_met2_pct=45.5
export IMPL_grt_ovfl_total=0
export IMPL_cp_arrival_ns=4.48
export IMPL_route_detailed_wl_per_inst_microns=17.9
[metrics by stage]
step	setup WS [ns]	power, uW	instance area (sq um)	util, %
CTS	7.61	1430	12700	60.6
finish	7.67	1420	12700	60.6
global placement	7.19	885	12200	57.8
floorplan	7.24	805	10700	-
global route	7.47	1490	12700	60.6
detailed placement	7.15	887	12200	57.8
[registers in the layout, indices dropped and copies added, names as in the netlist]
register,flops
counter,6
A,32
Q1,1
Hi,32
M,32
Q,32
Lo,32
[final cells by class]
cell class,count,area share [%]
clock buffer,18,3.45
clock inverter,14,1.18
inverter,65,1.92
multi-input combinational,1021,48.4
sequential,167,31.3
tap,275,2.70
timing repair buffer,145,11.1
[worst max-delay path: stages]
cell             delay, ns
clkdlybuf4s50_1       0.52
nand2b_4              0.19
a21oi_1               0.19
and3_2                0.52
buf_4                 0.60
[report_power, final]
| part | internal, uW | switching, uW |
|---|---|---|
| logic | 99.2 | 171 |
| registers | 598 | 10.6 |
| clock network | 282 | 264 |
| total | 979 | 446 |
[cell families (layout without fill, tap and decap cells)]
kind of cell | after synthesis | in the layout | synth area share [%]
and+or+nand+nor | 508 | 508 | 21.3
AOI/OAI and AO/OA | 424 | 424 | 26.1
DFF | 167 | 167 | 37.1
buffers and inverters | 156 | 242 | 5.64
adders and majority gates | 67 | 67 | 7.95
muxes | 13 | 13 | 1.27
xor gates and xnor gates | 9 | 9 | 0.734
[how the worst max path moves through the flow]
stage	start	to	slack [ns]	depth (start not counted)
CTS	control	Lo[12]	7.61	5
global route	control	Lo[12]	7.47	5
finish	control	Hi[2]	7.67	5
[per-layer routing]
metal / vias to the layer above / wire (microns)
met5: - / 0
met4: 0 / 680
met3: 48 / 1640
met2: 319 / 14300
met1: 4648 / 13900
li1: 5001 / -
[cell usage in the layout, fill, tap and decap left out, types with 14 or more instances in the layout]
master,n
a211oi_1,23
a21oi_1,153
a31oi_1,14
and2_1,17
buf_4,15
clkbuf_16,17
clkdlybuf4s50_1,130
dfxtp_1,103
edfxtp_1,64
ha_1,65
inv_1,64
nand2_1,255
nand3_1,21
nor2_1,93
nor2b_1,15
nor3_1,28
nor4_1,19
o211ai_1,16
o21a_1,16
o21ai_0,52
o31ai_1,16
Power is estimated from default activity; no workload was simulated.
